File: /design/flow/config.mk
export PLATFORM = sky130hd
export DESIGN_NAME = Multiplexer
export DESIGN_NICKNAME = Multiplexer
export VERILOG_FILES = /design/flow/design.v
export SDC_FILE = /design/flow/constraint.sdc
export NUM_CORES = 4
export LEC_CHECK = 1
export CORE_AREA = 10 10 112 112
export DIE_AREA = 0 0 122 122
File: /design/flow/constraint.sdc
current_design Multiplexer

set clk_period 4.6
set clk_io_pct 0.2

create_clock -name clk0 -period $clk_period

set non_clock_inputs [all_inputs -no_clocks]
set_input_delay [expr $clk_period * $clk_io_pct] -clock clk0 $non_clock_inputs
set_output_delay [expr $clk_period * $clk_io_pct] -clock clk0 [all_outputs]
File: /design/flow/design.v
module Multiplexer(x1, x2, x3, x4, x5, x6, x7, x8, x9, x10, x11, x12, x13,
						 x14, x15, x16, x17, x18, x19, x20, x21, x22, x23, x24,
						 x25, x26, x27, x28, x29, x30, x31, x32, select, out, en);
	parameter N = 8;
	input [N-1:0] x1, x2, x3, x4, x5, x6, x7, x8, x9, x10, x11, x12, x13,
					x14, x15, x16, x17, x18, x19, x20, x21, x22, x23, x24,
					x25, x26, x27, x28, x29, x30, x31, x32; 
	input [4:0] select;
	input en;
	output reg [N-1:0] out;
	always @(en == 1'b1 or select) begin
	case(select)
	5'b00000: out <= x1;
	5'b00001: out <= x2;
	5'b00010: out <= x3;
	5'b00011: out <= x4;
	5'b00100: out <= x5;
	5'b00101: out <= x6;
	5'b00110: out <= x7;
	5'b00111: out <= x8;
	5'b01000: out <= x9;
	5'b01001: out <= x10;
	5'b01010: out <= x11;
	5'b01011: out <= x12;
	5'b01100: out <= x13;
	5'b01101: out <= x14;
	5'b01110: out <= x15;
	5'b01111: out <= x16;
	5'b10000: out <= x17;
	5'b10001: out <= x18;
	5'b10010: out <= x19;
	5'b10011: out <= x20;
	5'b10100: out <= x21;
	5'b10101: out <= x22;
	5'b10110: out <= x23;
	5'b10111: out <= x24;
	5'b11000: out <= x25;
	5'b11001: out <= x26;
	5'b11010: out <= x27;
	5'b11011: out <= x28;
	5'b11100: out <= x29;
	5'b11101: out <= x30;
	5'b11110: out <= x31;
	5'b11111: out <= x32;
	endcase
	end
endmodule 
File: /design/flow/run.sh
#!/bin/bash
# OpenROAD 26Q1-2900-gdf79404cd8, Yosys 0.63+post, stock flow scripts
make -C /OpenROAD-flow-scripts/flow DESIGN_CONFIG=/design/flow/config.mk WORK_HOME=/design/flow/orfs finish
==> ci_impl_report.md <==
### Flow metrics

| Metric | Value |
|---|---|
| Die W | `122 µm` |
| Final non-filler cell area | `around 5400 µm²` |
| Flop area | `0 µm²` |
| Yosys cell count | `around 380` |
| Hold path cells | `4` |
| First-pass GRT wire length | `27100 µm` |
| Crit path time final | `4.51 ns` |
| Worst EP required | `around 3.7 ns` |
| RSZ-0062 raised after global routing | `false` |
| Pre-Repair DR Iteration Count | `5` |
| Final Cycle Share | `between 90% and 100%` |
| Flop count | `0` |
| RePlAce Congestion | `approximately 0.95` |
| DRC violations left | `0` |
| Setup-failing EPs final | `0` |
| Post-Syn Area | `around 2600 µm²` |
| HP Class | `primary input to primary output` |
| CP Class | `primary input to primary output` |
| Largest net degree at the start of global routing | `~54` |
| Placed instance area | `5430 µm²` |
| Count of tool warnings | `33` |
| Dpl cells | `a little under 800` |
| Synthesized instance count | `378` |
| Setup Buffers After CTS | `0` |
| Status | `finished, final reports clean` |
| Clock power share | `0%` |
| M1 wire length | `between 8000 and 9000 µm` |
| Met2 Routed Length | `between 8000 and 9000 µm` |
| Int Power | `roughly 0.29 mW` |
| WP data arrival | `~3.6 ns` |
| Vias per cell | `~5.5` |
| 1st-iter DRT viols | `343` |
| Post-route setup TNS | `0 ns` |
| Synthesis area per yosys | `between 2000 and 3000 µm²` |
| Power per Cell Area | `roughly 82 nW/µm²` |
| Ys Warns | `1` |
| Hold path endpoint | `out[5]` |
| Wire length per cell | `24.2 µm` |
| Num rows | `37` |
| Final WL | `about 19000 µm` |
| Max Slew Vio Count | `0` |
| Total gr overflow | `0` |
| Antenna cells | `0` |
| Logic gate share of total power | `100.0%` |
| Post-Syn Area per Cell | `6.75 µm²` |
| Fin. Hold Viols | `0` |
| Chip area | `roughly 15000 µm²` |
| Top sig layer | `met5` |
| Sequential share of power | `0%` |
| Clk_buf instances | `0` |
| Port Buffer Count | `roughly 270` |
| Most numerous logic cell after layout | `clkdlybuf4s50_1` |
| Floorplan utilization | `between 20% and 30%` |
| Worst slew pin tran | `about 0.75 ns` |
| Layout cells sized above 1 | `between 6 and 7%` |
| Setup crit end kind | `primary output` |
| Number of routed nets with antenna violations | `0` |
| Hold bufs inserted after CTS | `0` |
| Sw frac | `between 30% and 40%` |
| Io pins | `270` |
| Top Layout Cells | `clkdlybuf4s50_1, nand3_1, and3_1` |
| Unique cell types | `between 50 and 60` |
| CP Max Fanout | `27` |
| LEAKAGE | `between 2 and 2.5 nW` |
| Worst Hold Launch | `select[1]` |
| Post-layout util | `53.2%` |
| Max Clock Freq | `about 220 MHz` |
| Die height | `between 100 and 150 µm` |
| Register area share after synthesis | `0%` |
| Maxcap violations | `0` |
| Gr usage total | `23.4%` |
| Vias in the first global route | `approximately 4300` |
| Area growth syn-to-layout | `113%` |
| DR vias | `about 4300` |
| Fillers | `about 1000` |
| Max-slew headroom | `about 50%` |
| Psw | `0.154 mW` |
| Post-DP HPWL | `around 16000 µm` |
| Peak VDD IR | `between 0.04 and 0.05 mV` |
| Core area | `around 10000 µm²` |
| Layout Cells excl Fill | `769` |
| Worst setup SP type | `primary input` |
| Met3 routed WL | `1570 µm` |
| Initial antenna violation count | `1` |
-- kinds of logic after synthesis --
kind of cell    count (synthesis)  share of synthesized area, %
compound gates                 95                          29.0
buf+inv                        47                          9.42
mux                            27                          11.6
simple gates                  209                          50.0
-- worst max-delay path by stage --
stage         to  startpoint  cells after the start
4_1_cts   out[1]   select[4]                      9
5_1_grt   out[7]   select[2]                      8
6_report  out[4]   select[2]                      8
-- final cells by class --
class / count / area, µm² / share of cell area [%]
Inverter: 4 / 15.0 / 0.276
Multi-Input combinational cell: 331 / 2330 / 42.7
Tap cell: 136 / 170 / 3.12
Timing Repair Buffer: 298 / 2940 / 53.9
-- synthesized netlist by cell type (2+ instances only) --
cell type / count / area share [%]
and2_1: 2 / 0.49
clkbuf_1: 13 / 1.9
nor3_1: 2 / 0.39
nor2b_1: 10 / 2.5
or4b_1: 2 / 0.78
mux2_2: 4 / 1.8
nand4_1: 14 / 3.4
a32oi_1: 5 / 1.7
o22a_1: 7 / 2.4
inv_2: 2 / 0.29
and3b_1: 3 / 1.0
or3b_1: 3 / 1.0
and4_1: 12 / 4.1
nor2_1: 19 / 2.8
nand2b_1: 3 / 0.74
mux2_1: 6 / 2.6
a22o_1: 2 / 0.69
nor3b_1: 3 / 0.88
a211oi_1: 4 / 1.2
a221o_1: 6 / 2.4
and3_1: 32 / 7.8
a22oi_1: 8 / 2.4
o22ai_1: 2 / 0.49
buf_6: 2 / 0.88
o211ai_1: 5 / 1.5
a222oi_1: 5 / 2.0
buf_2: 21 / 4.1
or2_1: 2 / 0.49
nand2_1: 7 / 1.0
inv_1: 2 / 0.29
o2111ai_1: 6 / 2.1
buf_4: 6 / 1.8
nand3b_1: 20 / 5.9
mux2i_1: 16 / 6.3
nor4_1: 2 / 0.49
nand4b_1: 3 / 1.0
o21ai_0: 5 / 0.98
nand3_1: 61 / 12
a2111oi_0: 16 / 5.5
a31oi_1: 3 / 0.74
a21oi_1: 14 / 2.7
-- power by group through the flow --
| stage | clock [mW] | sequential, mW | combinational, mW |
|---|---|---|---|
| 4_1_cts | 0 | 0 | 0.448 |
| 5_1_grt | 0 | 0 | 0.479 |
| 6_report | 0 | 0 | 0.449 |
-- through the flow --
stage	hold slack, ns	setup slack [ns]	power [mW]
after floorplan	1.93	1.45	0.140
after global placement	2.84	-0.0416	0.443
after detailed placement	2.85	-0.0659	0.445
after CTS	2.86	0.0335	0.448
after global routing	2.86	0.00439	0.479
final	2.84	0.0943	0.449
-- worst max-delay path: stages --
cell and delay [ns]:
clkdlybuf4s50_1 0.53, buf_12 0.22, nand3b_1 0.20, nor2_1 0.61, a222oi_1 0.25, nand4_1 0.21, o22a_1 0.17, clkdlybuf4s50_1 0.47
-- per-layer routing --
layer	up-vias	track usage (%)
li1	2052	-
met1	2012	31.2
met2	195	39.2
met3	4	5.77
met4	2	0.745
met5	-	0
-- timing repair --
item                                    CTS  global route
endpoints found under the setup margin    1             6
endpoints found under the hold margin     0             0
resized                                   1             7
Power is estimated from default activity; no workload was simulated.
